`/design/flow/design.v`:
```
`timescale 1ns / 1ps
module twos_complement(
    input [7:0] in,
    output [7:0] out
    );
    assign out = ~in + 1;
endmodule
```
`/design/flow/run.sh`:
```
#!/bin/bash
# OpenROAD 26Q1-2900-gdf79404cd8, Yosys 0.63+post, stock flow scripts
make -C /OpenROAD-flow-scripts/flow DESIGN_CONFIG=/design/flow/config.mk WORK_HOME=/design/flow/orfs finish
```
`/design/flow/config.mk`:
```
export PLATFORM = sky130hd
export DESIGN_NAME = twos_complement
export DESIGN_NICKNAME = twos_complement
export VERILOG_FILES = /design/flow/design.v
export SDC_FILE = /design/flow/constraint.sdc
export NUM_CORES = 4
export LEC_CHECK = 1
export CORE_AREA = 10 10 70 70
export DIE_AREA = 0 0 80 80
```
`/design/flow/constraint.sdc`:
```
current_design twos_complement

set clk_period 1.9
set clk_io_pct 0.2

create_clock -name clk0 -period $clk_period

set non_clock_inputs [all_inputs -no_clocks]
set_input_delay [expr $clk_period * $clk_io_pct] -clock clk0 $non_clock_inputs
set_output_delay [expr $clk_period * $clk_io_pct] -clock clk0 [all_outputs]
```
==> reports/qor.csv <==
stage,metric,value,unit
detailed_routing,dr_total_vias,193,
synth,yosys.stat.seqShare,0,
synth,area_leaders,"xnor2_1 (25%), nor4_4 (15%), xor2_1 (13%)",
synth,yosys.area.top_type_share,0.255,
sta,maxSlewHeadroom,0.812,
sta,rsz0062_at_grt,yes,
synth,ys_area,138,µm²
detailed_routing,viasPerCell,2.30,
layout,flop_area,0,µm²
global_routing,grt_max_degree,5,
place,place_congestion,0.741,
sta,drv_slew,0,
sta,hold_violations,0,
flow_run,tool_warnings,34,
synth,syn_inst,18,
outcome,run_status,"finished, final reports clean",
global_routing,grt_pass1_vias,218,
synth,synth.largest_area_cell,xnor2_1,
worst_setup_path,required,1.52,ns
sta,fin_crit,1.86,ns
detailed_routing,drt_iter0_drc,2,
synth,netlist_area,138,µm²
layout,drive_above_1_share,0.368,
place,port_buffers,16,
global_routing,grt_pass1_wl,959,µm
place,place_inst,84,
min_path,hold_path.startpoint,in[3],
synth,postSynthAreaPerCell,7.65,µm²
floorplan,rows,21,
synth,yosysUniqueCellTypes,11,
worst_setup_path,endpoint_kind,primary output,
synth,yosys_warnings,0,
worst_setup_path,crit_fanout,2,
worst_setup_path,criticalPathCategory,input port to primary output,
floorplan,die_h,80,µm
detailed_routing,met1_length,289,µm
layout,nFillCells,399,
synth,top_cells_by_count,"xnor2_1 (4), nor2_1 (3), inv_1 (2), xor2_1 (2)",
floorplan,fp.coreArea,3420,µm²
detailed_routing,top_layer_used,met3,
min_path,hold_path_end,out[3],
sta,finalCritPeriodShare,0.981,
detailed_routing,wl_per_cell,7.51,µm
floorplan,ios,16,
floorplan,fp_util,0.0403,
global_routing,antenna_found_initial,0,
detailed_routing,met3WireLength,142,µm
clock_tree,hold_buffers,0,
sta,setup_viol_count_final,0,
layout,ff_count,0,
global_routing,track_usage,0.0182,
worst_setup_path,start_kind,input port,
sta,max_freq,536,MHz
min_path,holdPathStages,4,
layout,final_cells,84,
synth,yosys-stat-cells,18,
floorplan,die_w,80,µm
worst_setup_path,arrival,1.48,ns
layout,final_util,0.114,
sta,worstMarginPinSlew,0.281,ns
detailed_routing,postRouteAntennaNets,0,
layout,areaGrowthSynthToFinish,184,%
layout,nClkBuffers,0,
detailed_routing,dr.pass1.iters,2,
synth,top_cell,xnor2_1,
global_routing,gr-total-overflow,0,
detailed_routing,drc,0,
pwr,power.density,163,nW/µm²
detailed_routing,totalWireLength,631,µm
pwr,leakage,0.161,nW
flow_run,max_cap_viol_count,0,
floorplan,die_area,6400,µm²
detailed_routing,wl_met2,199,µm
detailed_routing,n_antenna_cell,0,
pwr,peakVddDrop,20.4,µV
min_path,hold_class,input port to primary output,
[worst max-delay path, stage by stage]
cell           delay (ns)
buf_6                0.09
or4_4                0.56
nor2_4               0.12
xnor2_1              0.11
dlygate4sd2_1        0.22
[how the worst max path moves through the flow]
| stage | startpoint | endpoint | slack [ns] | cells past startpoint |
|---|---|---|---|---|
| 4_1_cts | in[3] | out[7] | -0.06 | 5 |
| 5_1_grt | in[3] | out[5] | -0.003 | 5 |
| 6_report | in[3] | out[5] | 0.04 | 5 |
[layout make-up]
cell class / instances / area [µm²] / area share
repair buffers: 21 / 181 / 0.465
inverters: 2 / 7.51 / 0.0192
multi-input cells: 15 / 144 / 0.369
well taps: 46 / 57.6 / 0.147
[stage by stage]
stage | power (mW) | setup WS [ns] | instance area [µm²] | setup TNS, ns | hold slack, ns
3_5_place_dp | 0.0721 | -0.639 | 385 | -3.20 | 1.71
3_3_place_gp | 0.0717 | -0.618 | 385 | -3.12 | 1.71
6_report | 0.0635 | 0.0354 | 390 | 0 | 1.11
5_1_grt | 0.0713 | -0.00308 | 390 | -0.00308 | 1.15
4_1_cts | 0.0644 | -0.0555 | 379 | -0.0555 | 1.24
2_1_floorplan | 0.0131 | 0.347 | 138 | 0 | 0.789
[cells in the final DEF, fill, tap and decap left out]
| cell | netlist | layout |
|---|---|---|
| nand2_1 | 1 | 1 |
| or4_4 | 1 | 1 |
| xor2_1 | 2 | 2 |
| clkdlybuf4s50_1 | 0 | 3 |
| inv_1 | 2 | 2 |
| buf_4 | 1 | 5 |
| nor4_4 | 1 | 1 |
| clkdlybuf4s15_1 | 0 | 1 |
| nor3_4 | 0 | 1 |
| nor2_1 | 3 | 2 |
| dlygate4sd2_1 | 0 | 6 |
| nor2_4 | 0 | 1 |
| buf_2 | 0 | 3 |
| nand3_1 | 1 | 1 |
| buf_6 | 0 | 1 |
| dlymetal6s2s_1 | 0 | 2 |
| ha_2 | 0 | 1 |
| xnor2_1 | 4 | 4 |
[power breakdown]
part,total (mW),internal [mW],switching (mW)
combinational,0.0635,0.0407,0.0228
sequential,0,0,0
clock,0,0,0
[what timing repair did]
| action | CTS | global route |
|---|---|---|
| setup buffers | 0 | 0 |
| gates resized | 28 | 3 |
| gates cloned | 0 | 0 |
| pin swaps | 5 | 2 |
| endpoints found under the setup margin | 7 | 3 |
[metal layers]
metal	track usage	vias to the layer above
met5	0	-
met4	0	0
met3	0.0125	0
met2	0.0249	14
met1	0.0244	79
li1	-	100
[kinds of logic after synthesis]
family                   after synthesis  share of synthesized area
XOR/XNOR                               6                      0.382
AND/OR/NAND/NOR                        8                      0.418
buffers and inverters                  3                      0.109
adder cells (fa/ha/maj)                1                     0.0909
Power is estimated from default activity; no workload was simulated.
